[./config.mk]
export PLATFORM = sky130hd
export DESIGN_NAME = MUL_datapath
export DESIGN_NICKNAME = MUL_datapath
export VERILOG_FILES = /design/flow/design.v
export SDC_FILE = /design/flow/constraint.sdc
export NUM_CORES = 4
export LEC_CHECK = 1
export CORE_AREA = 10 10 76 76
export DIE_AREA = 0 0 86 86
[./constraint.sdc]
current_design MUL_datapath

set clk_period 4.1
set clk_io_pct 0.2

create_clock -name clk0 -period $clk_period [get_ports {clk}]

set non_clock_inputs [all_inputs -no_clocks]
set_input_delay [expr $clk_period * $clk_io_pct] -clock clk0 $non_clock_inputs
set_output_delay [expr $clk_period * $clk_io_pct] -clock clk0 [all_outputs]
[./design.v]
module MUL_datapath (eqz, LdA, LdB, LdP, clrP, decB, data_in, clk);
input LdA, LdB, LdP, clrP, decB, clk;
input [15:0] data_in;
output eqz;
wire [15:0] X, Y, Z, Bout, Bus;
PIPO1 A (X, Bus, LdA, clk);
PIPO2 P (Y, Z, LdP, clrP, clk);
CNTR B (Bout, Bus, LdB, decB, clk);
ADD AD (Z, X, Y);
EQZ COMP (eqz, Bout);
endmodule
module PIPO1 (dout, din, ld, clk);
input [15:0] din;
input ld, clk;
output reg [15:0] dout;
always @(posedge clk)
    if (ld) dout <= din;
endmodule
module ADD (out, in1, in2);
input [15:0] in1, in2;
output reg [15:0] out;
always @(*)
    out = in1 + in2;
endmodule
module PIPO2 (dout, din, ld,
clr, clk);
input [15:0] din;
input ld, clr, clk;
output reg [15:0] dout;
always @(posedge clk)
  if(clr) dout <= 16'h0;
    else if (ld) dout <= din;
endmodule
module EQZ (eqz, data);
input [15:0] data;
output eqz;
assign eqz = (data == 0);
endmodule
module CNTR (dout, din, ld, dec, clk);
input [15:0] din;
input ld, dec, clk;
output reg [15:0] dout;
always @(posedge clk)
    if (ld) dout <= din;
    else if (dec) dout <= dout - 1; 
endmodule
module controller (LdA, LdB, LdP, clrP, decB, done, clk, eqz, start);
input clk, eqz, start;
output reg LdA, LdB, LdP, clrP, decB, done;
reg [2:0] state;
parameter S0=3'b000, S1=3'b001, S2=3'b010, S3=3'b011, S4=3'b100;
always @(posedge clk)
begin
case (state)
    S0: if (start) state <= S1;
    S1: state <= S2;
    S2: state <= S3;
    S3: #2 if (eqz) state <= S4;
    S4: state <= S4;
    default: state <= S0;
endcase
end
always @(state)
begin
case (state)
    S0: begin #1 LdA = 0; LdB = 0; LdP = 0; clrP = 0; decB = 0; end
    S1: begin #1 LdA = 1; end
    S2: begin #1 LdA = 0; LdB = 1; clrP = 1; end
    S3: begin #1 LdB = 0; LdP = 1; clrP = 0; decB = 1; end
    S4: begin #1 done = 1; LdB = 0; LdP = 0; decB = 0; end
    default: begin #1 LdA = 0; LdB = 0; LdP = 0; clrP = 0; decB = 0; end
endcase
end
endmodule
[./run.sh]
#!/bin/bash
# OpenROAD 26Q1-2900-gdf79404cd8, Yosys 0.63+post, stock flow scripts
make -C /OpenROAD-flow-scripts/flow DESIGN_CONFIG=/design/flow/config.mk WORK_HOME=/design/flow/orfs finish
==> reports/results.ini <==
[place]
dpl-instance-area_um2=847
io_buffers=3
gp_congestion=0.750
hpwl_um=790

[power]
pwr_density_cell_nw_per_um2=509
finalPower_mw=0.454
irDropWorstVdd_mv=0.286
power_leakage_nw=0.312

[drt]
num_antenna_cells=0
avgRoutedWirePerCell_um=9.39
drcViolationCount=0
via_count=418
drt-total-wl_um=1060
final_antenna_net_count=0
drt-initial-drc-count=12
firstDrtPassIters=2
viasPerCell=3.70

[worst_setup_path]
endpoint=eqz
crit_path_start_kind=flop
reg2reg_from=B.dout[8]$_DFFE_PP_
rr_worst_depth=4
arrival_ns=2.47
crit_fanout=4
crit_required_ns=3.28
r2r_slack_ns=2.10
cp-end-kind=output pin
path_class=reg -> out
startpoint=B.dout[8]$_DFFE_PP_
reg2reg_to=B.dout[15]$_DFFE_PP_

[sta]
rsz0062_at_grt=false
final.min_clock_period_ns=3.29
setup_viol=0
tns_ns=0
slew_violations=0
clock.fmax_mhz=304
slew_headroom_pct=63.6
period_used_pct=80.2
worst_slew_pin_slew_ns=0.541
final-hold-violation-count=0
worst_hold_slack_ns=0.557
skew_ns=0.00679

[final_layout]
final_area_um2=892
areaGrowthSynthToFinish_pct=17.5
largest-register=B.dout
largestRegisters=B.dout (16)
drive_above_1_share_pct=11.1
largest_register_ffs=16

[synthesis]
edf_count=16
area_leaders=edfxtp_1 (63%), xor2_1 (12%), xnor2_1 (3.5%), or4_4 (3.0%), nor3_1 (2.6%)
yosysTopAreaCellShare_pct=63.3
yosysTopAreaCell=edfxtp_1
yosysMostFrequentCell=edfxtp_1
syn_avg_cell_area_um2=13.3
yosys_cells=57
synthArstFlopShare_pct=0
netlist_instances=57
ff_type=edfxtp_1
synth_chip_area_um2=759
synthTopCellsByCount=edfxtp_1 (16), xor2_1 (10), nor2_1 (4), nor3_1 (4)
synth_cell_types=16
ys_seq_share_pct=63.3
ys_seq_elements=16
synth_area_um2=759
ys_warn_count=20

[clock_network]
cts_setup_buffers=0
clkSinkCount=16
cts_tree=yes
clkLatencyLatePin_ns=0.24
htreeDepth=1
cts-hold-fix-buffers=0
clkTransAtPathRegs_ns=0.06
cts_buffer_depth=2
cts_buffers=3
cts.repair.resized=0
cts-root-buf=clkbuf_8

[global_routing]
grt_util_all_layers_pct=2.82
grt-ovfl-total=0
antenna_found_initial=0
grt_max_degree=17
grt_pass1_vias=418
grt_pass1_wl_um=1750

[hold_path]
holdCritPathClass=reg -> reg

[die]
row_count=23
coreArea_um2=4120
die-area_um2=7400
num_io_pins=23
initCoreUtil_pct=18.5
die_w_um=86
die_h_um=86

[outcome]
outcome=finished, final reports clean

[job]
drv_cap=0
warning_count=44

-- placed cells by master (no fill, tap or decap) --
master	netlist	final
xnor2_1	3	3
or4_4	2	2
nor3_1	4	4
clkbuf_8	0	3
nand2b_1	1	1
nor4_1	3	3
inv_1	3	3
or3_1	3	3
ha_1	1	1
edfxtp_1	16	16
nor3b_2	1	1
or2_2	1	1
nor2_1	4	4
xor2_1	10	10
o21ai_0	1	1
nand2_1	3	3
clkdlybuf4s50_1	0	3
clkinv_1	0	1
-- power breakdown --
group	switching, mW	leakage, nW	internal (mW)
registers	0.0330	0.163	0.239
logic	0.0337	0.126	0.0336
clock network	0.0490	0.0231	0.0662
-- worst max-delay path, cell delays in order, from the launching register on --
cell	delay [ns]
edfxtp_1	0.44
or4_4	0.57
or4_4	0.45
nor4_1	0.24
clkdlybuf4s50_1	0.52
-- through the flow --
stage	std cells	setup slack, ns	utilization, %
final	113	0.811	21.7
after global routing	113	0.708	21.7
after CTS	113	0.794	21.7
after detailed placement	109	1.08	20.6
after global placement	109	1.02	20.6
after floorplan	57	1.74	-
-- how the worst min path moves through the flow --
| stage | end | from | slack, ns | depth (start not counted) |
|---|---|---|---|---|
| 4_1_cts | B.dout[0]$_DFFE_PP_ | B.dout[0]$_DFFE_PP_ | 0.56 | 1 |
| 5_1_grt | B.dout[0]$_DFFE_PP_ | B.dout[0]$_DFFE_PP_ | 0.58 | 1 |
| 6_report | B.dout[0]$_DFFE_PP_ | B.dout[0]$_DFFE_PP_ | 0.56 | 1 |
-- cell type report --
cell class,count,area (µm²)
clock buffers,3,41.3
clock inverters,1,3.75
fillers,439,3220
inverters,3,11.3
multi-input cells,37,263
flip-flops and latches,16,480
well taps,50,62.6
repair buffers,3,30.0
-- logic make-up (layout without fill, tap and decap cells) --
group	count (synthesis)	after routing	synth area share [%]
buf+inv	4	10	2.14
flops	16	16	63.3
xor+xnor	13	13	15.0
simple gates	22	22	17.3
fa+ha+maj	1	1	1.65
compound gates	1	1	0.658
-- per-layer routing --
metal  routed length, µm  GRT usage, %  share of wire, %
met5                   0             0                 0
met4                   0             0                 0
met3                  47          1.43               4.4
met2                 437          4.12                41
met1                 575          3.91                54
No activity file was given, so power comes from the tool's default toggle rates.
