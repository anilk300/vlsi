==> design.v <==
module Sync_FIFO( clk, rst, buf_in, buf_out, wr_en, rd_en, buf_empty, buf_full, fifo_counter );
input                 rst, clk, wr_en, rd_en;   
input [7:0]           buf_in;                   
output[7:0]           buf_out;                  
output                buf_empty, buf_full;      
output[3 :0] fifo_counter;             
reg[7:0]              buf_out;
reg                   buf_empty, buf_full;
reg[3 :0]    fifo_counter;
reg[3 -1:0]  rd_ptr, wr_ptr;            
reg[7:0]              buf_mem[( 1<<3 ) -1 : 0];  
always @(fifo_counter)
begin
   buf_empty = (fifo_counter==0);    
   buf_full = (fifo_counter== ( 1<<3 ));   
end
always @(posedge clk or posedge rst)
begin
   if( rst )
       fifo_counter <= 0;		 
   else if( (!buf_full && wr_en) && ( !buf_empty && rd_en ) )   
       fifo_counter <= fifo_counter;			 
   else if( !buf_full && wr_en )			 
       fifo_counter <= fifo_counter + 1;
   else if( !buf_empty && rd_en )		 
       fifo_counter <= fifo_counter - 1;
   else
      fifo_counter <= fifo_counter;			 
end
always @( posedge clk or posedge rst)
begin
   if( rst )
      buf_out <= 0;		 
   else
   begin
      if( rd_en && !buf_empty )
         buf_out <= buf_mem[rd_ptr];	 
      else
         buf_out <= buf_out;		
   end
end
always @(posedge clk)
begin
   if( wr_en && !buf_full )
      buf_mem[ wr_ptr ] <= buf_in;		 
   else
      buf_mem[ wr_ptr ] <= buf_mem[ wr_ptr ];
end
always@(posedge clk or posedge rst)
begin
   if( rst )
   begin
      wr_ptr <= 0;		 
      rd_ptr <= 0;		 
   end
   else
   begin
      if( !buf_full && wr_en )    
			wr_ptr <= wr_ptr + 1;		 
      else  
			wr_ptr <= wr_ptr;
      if( !buf_empty && rd_en )   
			rd_ptr <= rd_ptr + 1;		 
      else 
			rd_ptr <= rd_ptr;
   end
end
endmodule
==> run.sh <==
#!/bin/bash
# OpenROAD 26Q1-2900-gdf79404cd8, Yosys 0.63+post, stock flow scripts
make -C /OpenROAD-flow-scripts/flow DESIGN_CONFIG=/design/flow/config.mk WORK_HOME=/design/flow/orfs finish
==> config.mk <==
export PLATFORM = sky130hd
export DESIGN_NAME = Sync_FIFO
export DESIGN_NICKNAME = Sync_FIFO
export VERILOG_FILES = /design/flow/design.v
export SDC_FILE = /design/flow/constraint.sdc
export NUM_CORES = 4
export LEC_CHECK = 1
export CORE_UTILIZATION = 40
==> constraint.sdc <==
current_design Sync_FIFO

set clk_period 3.3
set clk_io_pct 0.2

create_clock -name clk0 -period $clk_period [get_ports {clk}]

set non_clock_inputs [all_inputs -no_clocks]
set_input_delay [expr $clk_period * $clk_io_pct] -clock clk0 $non_clock_inputs
set_output_delay [expr $clk_period * $clk_io_pct] -clock clk0 [all_outputs]
==> out/summary.txt <==
Lkg Pwr = 1.43 nW
n_diodes = 0
Tool Warnings = 25
Synth area leaders = edfxtp_1 58%, dfrtp_1 14%, mux2_2 5.4%
reg2reg setup slack = 770 ps
placed cell count = 333
Gate power share = 0.313
CTS tree = yes
YS warnings = 1
WL final = 5590 um
gpl congestion = 0.767
Post-synth ARST share = 0.220
Pwr Density = 852 mW/mm2
Clock Pin Slew Worst Setup and Hold Paths = 90 ps
Std-Cell Rows = 32
io pins = 26
Sw Share = 0.302
Setup TNS Final = 0 ps
Slew headroom = 0.537
MaxCap Viol Count = 0
Post-CTS Setup Repair Bufs = 0
startpoint types = register
crit end category = output pin
RR Startpoint = fifo_counter[0]$_DFFE_PP0P_
Worst setup startpoint = fifo_counter[0]$_DFFE_PP0P_
CP Data Arrival Time = 1960 ps
main flop type = edfxtp_1
Die Wd = 93.1 um
FP Core Util = 0.421
Resized Gates After CTS = 0
final worst path period need = 2620 ps
status = finished, final reports clean
largest net degree at the start of global routing = 35
initial antenna violation count = 0
chip area in the Yosys report = 0.00332 mm2
dpl hpwl = 3660 um
Yosys Instances = 207
clk buf depth = 2
antenna viol nets, final = 0
CTS root buf = clkbuf_8
total gr overflow = 0
DR vias = 1,799
final setup fails = 0
Yosys top cell by area = edfxtp_1
Reg2Reg Depth = 8
total CTS buffers = 9
reg2reg end = fifo_counter[3]$_DFFE_PP0P_
RSZ-0062 raised after global routing = no
Pre-antenna DRT Iters = 4
Slew @ Worst Pin = 692 ps
GRT Util Overall = 0.149
final non-filler cell total = 349
Max Slew Vio Count = 0
Clock Power Share = 0.239
Avg Inst Size Synth = 16.0 um2
CP Capture Point = buf_full
clk latency late pin = 350 ps
crit path DRT = 2640 ps
die height = 93.1 um
Area growth, synth to finish = 19.0%
Synth Register Bits = 82
worst clock skew = 12.5 ps
clock sinks = 82
Tcrit/Tclk final = 0.794
Max-area cell share = 0.579
First DRT Iteration DRCs = 103
Internal = 0.00235 W
Min-Delay Path Class = reg -> reg
Fin. Hold Viols = 0
share of cells above drive strength 1 = 0.186
vias in the first global route = 1,799
core area = 0.00789 mm2
net switching power = 0.00101 W
Chip Footprint = 0.00866 mm2
drc violations = 0
post-cts hold-fix buffer tally = 0
EDFF count, synth = 64
first-pass GRT wire length = 9230 um
Sequential Power Share = 0.448
Synth Cell Area = 0.00332 mm2
Buffers on Ports = 25
FMAX = 382 MHz
vias per cell = 5.15
H-tree depth = 3
Routed WL per cell = 16.0 um
Cell Type Count = 30
crit path kind = reg -> out
crit path max fanout = 7
VDD IR max = 0.257 mV
Post-synth seq share = 0.715
Post-Syn Instances = 207
[layer usage]
layer | vias up | part of all wire | track usage | wire, um
li1 | 865 | - | - | -
met1 | 857 | 0.45 | 0.235 | 2520
met2 | 68 | 0.43 | 0.206 | 2430
met3 | 9 | 0.095 | 0.0678 | 529
met4 | 0 | 0.020 | 0.0333 | 112
met5 | - | 0 | 0 | 0
[worst min-delay path by stage]
stage / from / to / slack [ps] / depth (start not counted)
global route: buf_out[7]$_DFFE_PP0P_ / buf_out[7]$_DFFE_PP0P_ / 510 / 2
finish: buf_out[0]$_DFFE_PP0P_ / buf_out[0]$_DFFE_PP0P_ / 490 / 2
CTS: buf_out[7]$_DFFE_PP0P_ / buf_out[7]$_DFFE_PP0P_ / 500 / 2
[power groups by stage]
stage	registers [W]	logic [W]	clock network [W]
after CTS	0.00151	0.00107	0.000828
final	0.00151	0.00105	0.000803
after global routing	0.00154	0.00117	0.000880
[metrics by stage]
| stage | setup WS [ps] | cell area, um2 | hold WS [ps] | utilization | total power, W |
|---|---|---|---|---|---|
| 2_1_floorplan | 986 | 3320 | 431 | - | 0.00220 |
| 3_3_place_gp | 748 | 3720 | 468 | 0.472 | 0.00259 |
| 3_5_place_dp | 717 | 3720 | 475 | 0.472 | 0.00259 |
| 4_1_cts | 644 | 3950 | 496 | 0.500 | 0.00341 |
| 5_1_grt | 577 | 3950 | 512 | 0.500 | 0.00359 |
| 6_report | 681 | 3950 | 488 | 0.500 | 0.00336 |
[critical path, cell delays in order (launching register included)]
cell,delay [ps]
dfrtp_1,490
or4b_4,590
inv_1,80
clkdlybuf4s50_1,450
[final cells by class]
| type | count | area, um2 |
|---|---|---|
| Tap cell | 102 | 128 |
| Timing Repair Buffer | 32 | 303 |
| Multi-Input combinational cell | 114 | 907 |
| Inverter | 3 | 11.3 |
| Clock inverter | 7 | 103 |
| Fill cell | 651 | 3940 |
| Clock buffer | 9 | 124 |
| Sequential cell | 82 | 2370 |
[cell usage after synthesis (2+ instances only)]
library cell,instances
nand2_1,19
dfrtp_1,18
a221o_1,8
a21oi_1,3
xnor2_1,6
ha_1,4
buf_2,5
edfxtp_1,64
o22ai_1,8
nor2_1,4
o21ai_1,8
nor3_1,5
buf_1,2
nor4_1,2
mux2_2,16
nand2b_1,3
inv_1,2
mux2i_1,17
nor2b_1,2
[logic make-up (layout without fill, tap and decap cells)]
logic type                 after synthesis  after routing  share of synthesized area
AOI/OAI and AO/OA                       29             29                     0.0607
adders and majority gates                5              5                     0.0211
xor gates and xnor gates                 7              7                     0.0185
and+or+nand+nor                         39             39                     0.0588
muxes                                   34             34                      0.110
buffers and inverters                   11             51                     0.0155
DFF                                     82             82                      0.715
[flip-flops by register name, summed over array words and instances, names as in the netlist]
| register | flops |
|---|---|
| fifo_counter | 4 |
| rd_ptr | 3 |
| buf_out | 8 |
| buf_mem | 64 |
| wr_ptr | 3 |
[cell usage in the layout, fill, tap and decap left out, drive strengths merged, types with 3 or more instances in the layout]
cell / Yosys / final
nor2: 4 / 4
xnor2: 6 / 6
inv: 3 / 4
dfrtp: 18 / 18
clkinv: 0 / 4
buf: 8 / 7
mux2: 17 / 17
clkdlybuf4s50: 0 / 25
clkbuf: 0 / 9
a221o: 8 / 8
nor3: 5 / 5
ha: 4 / 4
a21oi: 3 / 3
o21ai: 8 / 8
nand2b: 3 / 3
nand2: 19 / 19
mux2i: 17 / 17
edfxtp: 64 / 64
o22ai: 8 / 8
No activity file was given, so power comes from the tool's default toggle rates.
