===== constraint.sdc =====
current_design async_fifo1

set clk_period 4.5
set clk_io_pct 0.2

create_clock -name clk0 -period $clk_period [get_ports {rclk}]
create_clock -name clk1 -period $clk_period [get_ports {wclk}]

set non_clock_inputs [all_inputs -no_clocks]
set_input_delay [expr $clk_period * $clk_io_pct] -clock clk0 $non_clock_inputs
set_output_delay [expr $clk_period * $clk_io_pct] -clock clk0 [all_outputs]

===== config.mk =====
export PLATFORM = sky130hd
export DESIGN_NAME = async_fifo1
export DESIGN_NICKNAME = async_fifo1
export VERILOG_FILES = /design/flow/design.v
export SDC_FILE = /design/flow/constraint.sdc
export NUM_CORES = 4
export LEC_CHECK = 1
export CORE_UTILIZATION = 30

===== run.sh =====
#!/bin/bash
# OpenROAD 26Q1-2900-gdf79404cd8, Yosys 0.63+post, stock flow scripts
make -C /OpenROAD-flow-scripts/flow DESIGN_CONFIG=/design/flow/config.mk WORK_HOME=/design/flow/orfs finish

===== design.v =====
module async_fifo1
#(
  parameter DSIZE = 8,
  parameter ASIZE = 4
 )
(
  input   winc, wclk, wrst_n, 
  input   rinc, rclk, rrst_n, 
  input   [DSIZE-1:0] wdata,
  output  [DSIZE-1:0] rdata,
  output  wfull,
  output  rempty
);
  wire [ASIZE-1:0] waddr, raddr;
  wire [ASIZE:0] wptr, rptr, wq2_rptr, rq2_wptr;
  sync_r2w sync_r2w (.*);
  sync_w2r sync_w2r (.*);
  fifomem #(DSIZE, ASIZE) fifomem (.*);
  rptr_empty #(ASIZE) rptr_empty (.*);
  wptr_full #(ASIZE) wptr_full (.*);
endmodule
module fifomem
#(
  parameter DATASIZE = 8,  
  parameter ADDRSIZE = 4   
)
(
  input   winc, wfull, wclk,
  input   [ADDRSIZE-1:0] waddr, raddr,
  input   [DATASIZE-1:0] wdata,
  output  [DATASIZE-1:0] rdata
);
  localparam DEPTH = 1<<ADDRSIZE; 
  logic [DATASIZE-1:0] mem [0:DEPTH-1];
  assign rdata = mem[raddr];
  always_ff @(posedge wclk)
    if (winc && !wfull)
      mem[waddr] <= wdata;
endmodule
module rptr_empty
#(
  parameter ADDRSIZE = 4
)
(
  input   rinc, rclk, rrst_n,
  input   [ADDRSIZE :0] rq2_wptr,
  output reg  rempty,
  output  [ADDRSIZE-1:0] raddr,
  output reg [ADDRSIZE :0] rptr
);
  reg [ADDRSIZE:0] rbin;
  wire [ADDRSIZE:0] rgraynext, rbinnext;
  always_ff @(posedge rclk or negedge rrst_n)
    if (!rrst_n)
      {rbin, rptr} <= '0;
    else
      {rbin, rptr} <= {rbinnext, rgraynext};
  assign raddr = rbin[ADDRSIZE-1:0];
  assign rbinnext = rbin + (rinc & ~rempty);
  assign rgraynext = (rbinnext>>1) ^ rbinnext;
  assign rempty_val = (rgraynext == rq2_wptr);
  always_ff @(posedge rclk or negedge rrst_n)
    if (!rrst_n)
      rempty <= 1'b1;
    else
      rempty <= rempty_val;
endmodule
module wptr_full
#(
  parameter ADDRSIZE = 4
)
(
  input   winc, wclk, wrst_n,
  input   [ADDRSIZE :0] wq2_rptr,
  output reg  wfull,
  output  [ADDRSIZE-1:0] waddr,
  output reg [ADDRSIZE :0] wptr
);
   reg [ADDRSIZE:0] wbin;
  wire [ADDRSIZE:0] wgraynext, wbinnext;
  always_ff @(posedge wclk or negedge wrst_n)
    if (!wrst_n)
      {wbin, wptr} <= '0;
    else
      {wbin, wptr} <= {wbinnext, wgraynext};
  assign waddr = wbin[ADDRSIZE-1:0];
  assign wbinnext = wbin + (winc & ~wfull);
  assign wgraynext = (wbinnext>>1) ^ wbinnext;
  assign wfull_val = (wgraynext=={~wq2_rptr[ADDRSIZE:ADDRSIZE-1], wq2_rptr[ADDRSIZE-2:0]});
  always_ff @(posedge wclk or negedge wrst_n)
    if (!wrst_n)
      wfull <= 1'b0;
    else
      wfull <= wfull_val;
endmodule
module sync_r2w
#(
  parameter ADDRSIZE = 4
)
(
  input   wclk, wrst_n,
  input   [ADDRSIZE:0] rptr,
  output reg  [ADDRSIZE:0] wq2_rptr 
);
  reg [ADDRSIZE:0] wq1_rptr;
  always_ff @(posedge wclk or negedge wrst_n)
    if (!wrst_n) {wq2_rptr,wq1_rptr} <= 0;
    else {wq2_rptr,wq1_rptr} <= {wq1_rptr,rptr};
endmodule
module sync_w2r
#(
  parameter ADDRSIZE = 4
)
(
  input   rclk, rrst_n,
  input   [ADDRSIZE:0] wptr,
  output reg [ADDRSIZE:0] rq2_wptr
);
  reg [ADDRSIZE:0] rq1_wptr;
  always_ff @(posedge rclk or negedge rrst_n)
    if (!rrst_n)
      {rq2_wptr,rq1_wptr} <= 0;
    else
      {rq2_wptr,rq1_wptr} <= {rq1_wptr,wptr};
endmodule

==> impl_metrics.toml <==
# implementation run metrics
[global_route]
grt_first_pass_wirelength_um = 18700
grt_pass1_vias = 3393
grt_max_degree = 33
grt_overflow = 0
grt_usage_pct = 12.3
antenna_found_initial = 0

[route]
n_antenna_cell = 0
top_layer = "met4"
wl_um = 11700
ant_nets = 0
wl_met1_um = 4710
drt-wirelength-per-cell_um = 18.1
drt_pre_antenna_iters = 4
drtIter0Drc = 260
route.detailed.drc = 0
met3_wirelength_um = 1400
vias = 3016
via_per_inst = 4.64
wl_met2_um = 5530

[flow_run]
maxCapViolCount = 0
warnings = 26

[synthesis]
synthTopLogicFamily = "multiplexers"
adder_share_pct = 0.787
synth.avg_cell_area_um2 = 19.8
xor_share_pct = 4.01
syn_area_mm2 = 0.00636
ys_seq_share_pct = 76.2
synth_flop_count = 168
simple_gate_share_pct = 3.89
synthDistinctLibCells = 28
synth-compound-area-share_pct = 2.38
yosys-stat-area_mm2 = 0.00636
mux_share_pct = 11.3
ys_cells = 322
ys_warn_count = 7
syn_inst = 322

[cts]
post_cts_buffers = 0
clkSinkCount = 168
path_clk_slew_ns = 0.06
hold_buffers = 0
post_cts_resized = 0
cts_tree = "done"

[power]
internal_power_uw = 3700
p_switching_uw = 1550
switching_share_pct = 29.5
peakVddDrop_uv = 341
power.density_mw_per_mm2 = 688
power_frac_comb_pct = 28.3
p_leak_uw = 0.00263
power.share.clock_pct = 30.3
p_seq_share_pct = 41.4

[critical_path]
criticalPathCategory = "flop to output pin"
cp_cell_sequence = "buf_4, mux4_2, a22oi_1, nand2_1, clkdlybuf4s50_1"
r2r_slack_ns = 1.84
cp.required_ns = 3.60
crit_family = "buffers and inverters"
critical_path_buf_inv_count = 2
crit_slowest_cell = "dfrtp_2"
worstPathArrival_ns = 2.63
worstSetupStartpointType = "flop"
endpoint_kind = "output pin"
cp_max_fo = 14
slowest_delay_ns = 0.65

[die]
fp.dieH_um = 148
die_x_um = 148
pin_count = 24
rows = 52
core_area_mm2 = 0.0205
fp_util_pct = 31.0
die_area_mm2 = 0.0218

[timing]
rsz0062_at_grt = "false"
drv_slew = 0
tns_ns = 0
setup_viol_count_final = 0
hold_viol_final = 0
skew_ns = 0.00691
worst_slew_pin_slew_ns = 0.986
relSlewSlack_pct = 34.0

[finish]
fin_util_pct = 37.3
fin_cells = 650
design_area_mm2 = 0.00764
drive_above_1_share_pct = 22.4
synthToLayoutAreaGrowth_pct = 20.1

[min_path]
hp-class = "flop to flop"

[place]
dp_hpwl_um = 7380
io_buffer_count = 22
dpl.cell_count = 614
place_area_mm2 = 0.00697
gp_congestion = 0.839

[status]
status = "finished clean"
==> through the flow <==
stage / power [µW] / hold WS (ns) / setup WS, ns
6_report: 5260 / 0.192 / 0.970
5_1_grt: 5550 / 0.187 / 0.745
4_1_cts: 5310 / 0.181 / 0.936
3_5_place_dp: 3700 / 0.336 / 1.21
3_3_place_gp: 3680 / 0.334 / 1.22
2_1_floorplan: 3160 / 0.331 / 1.97
==> cell usage after synthesis (all sizes together) <==
library cell / number / share of area [%]
clkbuf: 5 / 0.30
ha: 4 / 0.79
a21boi: 1 / 0.12
xnor2: 10 / 1.5
or3: 5 / 0.49
nand3: 8 / 0.63
buf: 10 / 0.77
xor2: 13 / 1.8
and2b: 1 / 0.12
and2: 1 / 0.098
xor3: 1 / 0.37
nor3: 4 / 0.31
a22oi: 16 / 1.9
dfrtp: 39 / 15
nand2: 13 / 0.77
nor2b: 2 / 0.20
xnor3: 1 / 0.35
inv: 6 / 0.35
edfxtp: 128 / 60
a221oi: 2 / 0.37
dfstp: 1 / 0.41
nand2b: 3 / 0.30
mux4: 32 / 11
nor2: 15 / 0.89
and3: 1 / 0.098
==> registers in the layout (all words and copies together), names as in the netlist <==
signal / cells
rptr_empty.rptr: 5
wptr_full.wbin: 4
sync_r2w.wq1_rptr: 5
rptr_empty.rbin: 4
fifomem.mem: 128
rptr_empty.rempty: 1
wptr_full.wfull: 1
sync_r2w.wq2_rptr: 5
sync_w2r.rq2_wptr: 5
sync_w2r.rq1_wptr: 5
wptr_full.wptr: 5
==> cell usage in the layout (no fill, tap or decap), drive strengths merged, types with 2 or more instances in the layout <==
| cell type | n |
|---|---|
| dfrtp | 39 |
| nand2b | 3 |
| nor3 | 4 |
| mux4 | 32 |
| clkinvlp | 3 |
| nand3 | 8 |
| nor2b | 2 |
| bufinv | 2 |
| a22oi | 16 |
| xnor2 | 10 |
| nor2 | 15 |
| a221oi | 2 |
| inv | 15 |
| or3 | 5 |
| clkbuf | 21 |
| nand2 | 13 |
| xor2 | 13 |
| edfxtp | 128 |
| clkdlybuf4s50 | 22 |
| buf | 15 |
| ha | 4 |
==> worst paths after layout <==
path,cells past startpoint,startpoint,endpoint
max,5,rptr_empty.rbin[0]$_DFF_PN0_,rdata[7]
min,0,rptr_empty.rptr[1]$_DFF_PN0_,sync_r2w.wq1_rptr[1]$_DFF_PN0_
max reg2reg,7,rptr_empty.rbin[0]$_DFF_PN0_,rptr_empty.rempty$_DFF_PN1_
min reg2reg,0,rptr_empty.rptr[1]$_DFF_PN0_,sync_r2w.wq1_rptr[1]$_DFF_PN0_
max in group clk1,9,winc,wptr_full.wfull$_DFF_PN0_
max in group asynchronous,2,rrst_n,rptr_empty.rempty$_DFF_PN1_
min in group clk0,0,sync_w2r.rq1_wptr[4]$_DFF_PN0_,sync_w2r.rq2_wptr[4]$_DFF_PN0_
min in group asynchronous,2,wrst_n,sync_r2w.wq1_rptr[1]$_DFF_PN0_
==> cell families (layout without fill, tap and decap cells) <==
group                    Yosys count  in the layout
multiplexers                      32             32
flip-flops                       168            168
AND/OR/NAND/NOR                   53             53
adder cells (fa/ha/maj)            4              4
XOR/XNOR                          25             25
AND-OR/OR-AND                     19             19
buffers and inverters             21             79
==> final cells by class <==
class | instances | area, µm²
clock buffer | 21 | 504
clock inverter | 15 | 173
fill | 1839 | 12900
inverter | 6 | 22.5
multi-input combinational | 133 | 1430
sequential | 168 | 4850
tap | 270 | 338
timing repair buffer | 37 | 333
==> power by group through the flow <==
stage / clock (µW) / combinational, µW / sequential, µW
final: 1590 / 1490 / 2180
after global routing: 1680 / 1650 / 2220
after CTS: 1620 / 1510 / 2180
==> layer usage <==
layer | track usage (%) | vias to the layer above
met2 | 18.9 | 130
li1 | - | 1350
met4 | 1.34 | 0
met5 | 0 | -
met1 | 15.4 | 1528
met3 | 8.16 | 8
Power figures rest on the tool's default switching activity, not on a simulated workload.
